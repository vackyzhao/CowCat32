## ./run.sh

```bash
#!/bin/bash
# OpenROAD 26Q1-2900-gdf79404cd8, Yosys 0.63+post, stock flow scripts
make -C /OpenROAD-flow-scripts/flow DESIGN_CONFIG=/design/flow/config.mk WORK_HOME=/design/flow/orfs finish
```

## ./config.mk

```make
export PLATFORM = sky130hd
export DESIGN_NAME = memory_arbiter
export DESIGN_NICKNAME = memory_arbiter
export VERILOG_FILES = /design/flow/design.v
export SDC_FILE = /design/flow/constraint.sdc
export NUM_CORES = 4
export LEC_CHECK = 1
export CORE_UTILIZATION = 40
```

## ./constraint.sdc

```tcl
current_design memory_arbiter

set clk_period 1.0
set clk_io_pct 0.2

create_clock -name clk0 -period $clk_period [get_ports {clk}]

set non_clock_inputs [all_inputs -no_clocks]
set_input_delay [expr $clk_period * $clk_io_pct] -clock clk0 $non_clock_inputs
set_output_delay [expr $clk_period * $clk_io_pct] -clock clk0 [all_outputs]
```

## ./design.v

```verilog
module memory_arbiter #(
    parameter IO_MAP_WIDTH = 32,
    parameter DTCM_BASE_ADDR = 32'h0000_0000,
    parameter DTCM_ADDR_END = 32'h0000_0FFF,  
    parameter GPIO_BASE_ADDR = 32'h0000_1000,
    parameter GPIO_ADDR_END = 32'h0000_1FFF,
    parameter RTC_BASE_ADDR = 32'h0000_2000,
    parameter RTC_ADDR_END = 32'h0000_2FFF
)(
    input wire clk,
    input wire rst,
    input wire [IO_MAP_WIDTH-1:0] cpu_addr,
    input wire [IO_MAP_WIDTH-1:0] cpu_wdata,
    output reg [IO_MAP_WIDTH-1:0] cpu_rdata,
    input wire cpu_rw,           
    output reg cpu_ready,        
    output reg [IO_MAP_WIDTH-1:0] dtcm_addr,
    output reg [IO_MAP_WIDTH-1:0] dtcm_wdata,
    input wire [IO_MAP_WIDTH-1:0] dtcm_rdata,
    output reg dtcm_rw,          
    input wire dtcm_ready,
    output reg [IO_MAP_WIDTH-1:0] gpio_addr,
    output reg [IO_MAP_WIDTH-1:0] gpio_wdata,
    input wire [IO_MAP_WIDTH-1:0] gpio_rdata,
    output reg gpio_rw,           
    input wire gpio_ready,
    output reg [IO_MAP_WIDTH-1:0] rtc_addr,
    output reg [IO_MAP_WIDTH-1:0] rtc_wdata,
    input wire [IO_MAP_WIDTH-1:0] rtc_rdata,
    output reg rtc_rw,            
    input wire rtc_ready
);
always @(posedge clk or posedge rst) begin
    if (rst) begin
        cpu_rdata <= {IO_MAP_WIDTH{1'b0}};
        cpu_ready <= 1'b0;
        dtcm_addr <= {IO_MAP_WIDTH{1'b0}};
        dtcm_wdata <= {IO_MAP_WIDTH{1'b0}};
        dtcm_rw <= 1'b0;
        gpio_addr <= {IO_MAP_WIDTH{1'b0}};
        gpio_wdata <= {IO_MAP_WIDTH{1'b0}};
        gpio_rw <= 1'b0;
        rtc_addr <= {IO_MAP_WIDTH{1'b0}};
        rtc_wdata <= {IO_MAP_WIDTH{1'b0}};
        rtc_rw <= 1'b0;
    end else begin
        cpu_ready <= 1'b0;
        dtcm_rw <= 1'b0;  
        gpio_rw <= 1'b0;
        rtc_rw <= 1'b0;
        if (cpu_addr >= DTCM_BASE_ADDR && cpu_addr <= DTCM_ADDR_END) begin
            dtcm_addr <= cpu_addr - DTCM_BASE_ADDR;
            if (cpu_rw) begin
                dtcm_wdata <= cpu_wdata;
                dtcm_rw <= 1'b1;   
            end
            if (dtcm_ready) begin
                cpu_rdata <= dtcm_rdata;
                cpu_ready <= 1'b1;
            end
        end else if (cpu_addr >= GPIO_BASE_ADDR && cpu_addr <= GPIO_ADDR_END) begin
            gpio_addr <= cpu_addr - GPIO_BASE_ADDR;
            if (cpu_rw) begin
                gpio_wdata <= cpu_wdata;
                gpio_rw <= 1'b1;   
            end
            if (gpio_ready) begin
                cpu_rdata <= gpio_rdata;
                cpu_ready <= 1'b1;
            end
        end else if (cpu_addr >= RTC_BASE_ADDR && cpu_addr <= RTC_ADDR_END) begin
            rtc_addr <= cpu_addr - RTC_BASE_ADDR;
            if (cpu_rw) begin
                rtc_wdata <= cpu_wdata;
                rtc_rw <= 1'b1;   
            end
            if (rtc_ready) begin
                cpu_rdata <= rtc_rdata;
                cpu_ready <= 1'b1;
            end
        end
    end
end
endmodule
```

==> run_summary.xml <==
<?xml version="1.0" encoding="UTF-8"?>
<metrics>
  <group name="status">
    <metric name="outcome" unit="">complete, but fails checks</metric>
    <metric name="failed_checks" unit="">setup timing</metric>
  </group>
  <group name="power_and_ir_drop">
    <metric name="power" unit="mW">19.7</metric>
    <metric name="p_leak" unit="nW">8.85</metric>
    <metric name="worst_ir_drop_on_vdd" unit="mV">1.09</metric>
    <metric name="pwr-share-comb" unit="%">8.1</metric>
    <metric name="pwr_density_cell" unit="nW/um2">1160</metric>
    <metric name="power.switching" unit="mW">4.26</metric>
    <metric name="p_seq_share" unit="%">46.9</metric>
    <metric name="clockPowerShare" unit="%">45.1</metric>
    <metric name="cellInternalPower" unit="mW">15.4</metric>
    <metric name="sw_frac_of_total" unit="%">21.6</metric>
  </group>
  <group name="clocking">
    <metric name="path_clk_slew" unit="ns">0.06</metric>
    <metric name="clk_latency" unit="ns">0.51</metric>
    <metric name="clock_sink_count" unit="">228</metric>
    <metric name="tritoncts" unit="">built</metric>
    <metric name="clockRootBuffer" unit="">sky130_fd_sc_hd__clkbuf_16</metric>
    <metric name="tritoncts.num_buffers" unit="">25</metric>
    <metric name="cts.htree.levels" unit="">1</metric>
    <metric name="number_of_buffers_on_the_longest_clock_path" unit="">3</metric>
  </group>
  <group name="logic_synthesis">
    <metric name="mappedNetlistArea" unit="um2">9240</metric>
    <metric name="yosys_cells" unit="">671</metric>
    <metric name="postSynthSeqShare" unit="%">61.7</metric>
    <metric name="synth.yosys.warnings" unit="">1</metric>
    <metric name="yosysTopAreaCell" unit="">sky130_fd_sc_hd__dfrtp_1</metric>
    <metric name="synth.distinct_cells" unit="">40</metric>
    <metric name="synth_flops" unit="">228</metric>
    <metric name="syn-mean-instance-area" unit="um2">13.8</metric>
    <metric name="netlist_instances" unit="">671</metric>
    <metric name="yosysTopAreaCellShare" unit="%">61.7</metric>
    <metric name="yosys-top-cells-area" unit="">sky130_fd_sc_hd__dfrtp_1, sky130_fd_sc_hd__mux2_4, sky130_fd_sc_hd__mux2_2, sky130_fd_sc_hd__a22oi_1, sky130_fd_sc_hd__nor2b_1</metric>
    <metric name="yosys.stat.chipArea" unit="um2">9240</metric>
  </group>
  <group name="worst_setup_path">
    <metric name="critical_path_peak_fanout" unit="">6</metric>
    <metric name="worst_path_max_delay_cell" unit="">sky130_fd_sc_hd__o41ai_4</metric>
    <metric name="timing.critical_path.to_type" unit="">flop</metric>
    <metric name="r2r_setup_slack" unit="ns">-0.04</metric>
    <metric name="rr_worst_depth" unit="">3</metric>
    <metric name="path_delay_family" unit="">buffers and inverters</metric>
    <metric name="combined_buffer_and_inverter_count_along_the_critical_path" unit="">4</metric>
    <metric name="critical-path-top-cell-by-count" unit="">sky130_fd_sc_hd__buf_4</metric>
    <metric name="critPathRequiredTime" unit="ns">1.39</metric>
    <metric name="critPathLaunchType" unit="">input port</metric>
    <metric name="cp_cell_sequence" unit="">buf_6 &gt; nand4_1 &gt; buf_4 &gt; o41ai_4 &gt; buf_4 &gt; nor2b_4 &gt; nand3_4 &gt; clkbuf_16 &gt; mux2_2</metric>
    <metric name="crit_path_max_incr_delay" unit="ns">0.34</metric>
    <metric name="type_of_the_setup_path_with_the_least_slack" unit="">in2reg</metric>
    <metric name="worst_r2r_src" unit="">gpio_wdata[30]$_DFFE_PP0P_</metric>
    <metric name="worst_ep_arrival_time" unit="ns">2.12</metric>
    <metric name="rr_endpoint" unit="">gpio_wdata[30]$_DFFE_PP0P_</metric>
  </group>
  <group name="hold_path">
    <metric name="hold_path.class" unit="">in2reg</metric>
    <metric name="hold_path.startpoint" unit="">cpu_addr[1]</metric>
    <metric name="min_to" unit="">rtc_addr[1]$_DFFE_PP0P_</metric>
    <metric name="hold_path_depth" unit="">4</metric>
  </group>
  <group name="floorplan">
    <metric name="chipHeight" unit="um">154</metric>
    <metric name="initial_core_util" unit="%">40.8</metric>
    <metric name="dieWidth" unit="um">154</metric>
    <metric name="floorplan.die_area" unit="um2">23700</metric>
    <metric name="core.rowCount" unit="">55</metric>
    <metric name="ios" unit="">394</metric>
    <metric name="core" unit="um2">22600</metric>
  </group>
  <group name="finish">
    <metric name="final.fill_count" unit="">1485</metric>
    <metric name="final_layout_top_logic_cells" unit="">sky130_fd_sc_hd__dfrtp_1, sky130_fd_sc_hd__clkbuf_2, sky130_fd_sc_hd__buf_4</metric>
    <metric name="drive_gt1_share" unit="%">62.7</metric>
    <metric name="final_design_area_no_fill" unit="um2">17000</metric>
    <metric name="flow.area_growth_from_synthesis" unit="%">84.3</metric>
    <metric name="utilization_after_layout" unit="%">75.3</metric>
  </group>
  <group name="global_route">
    <metric name="wire_length_of_the_first_global_routing_pass" unit="um">47500</metric>
    <metric name="antenna_found_initial" unit="">2</metric>
    <metric name="grt_util_all_layers" unit="%">27.5</metric>
    <metric name="grt_max_degree" unit="">34</metric>
    <metric name="via_count_of_the_first_global_routing_pass" unit="">7872</metric>
    <metric name="globalRouteOverflowTotal" unit="">0</metric>
  </group>
  <group name="final_timing">
    <metric name="finalWorstPathRequiredPeriod" unit="ns">1.72</metric>
    <metric name="timing_worst_slew_pin_value" unit="ns">0.678</metric>
    <metric name="worst_clock_skew" unit="ns">0</metric>
    <metric name="slew_viol_final" unit="">0</metric>
    <metric name="layout_worst_path_cycle_share" unit="%">172</metric>
    <metric name="finalHoldViolations" unit="">0</metric>
    <metric name="final-setup-viol-count" unit="">456</metric>
    <metric name="grt_setup_unrepaired" unit="">yes</metric>
    <metric name="fmaxAchievable" unit="MHz">580</metric>
    <metric name="fin_ws" unit="ns">-0.723</metric>
    <metric name="relative_slew_margins" unit="%">54.5</metric>
    <metric name="holdWs" unit="ns">0.0141</metric>
  </group>
  <group name="detailed_routing">
    <metric name="post_drt_via_cell_ratio" unit="">4.97</metric>
    <metric name="ant_nets" unit="">0</metric>
    <metric name="route.final.wire_length" unit="um">34000</metric>
    <metric name="initialDrtViolationCount" unit="">399</metric>
    <metric name="drcViolationCount" unit="">0</metric>
    <metric name="drt_first_pass_iters" unit="">4</metric>
    <metric name="route.vias.total" unit="">8174</metric>
    <metric name="average_wire_per_cell_in_the_routed_design" unit="um">20.7</metric>
  </group>
  <group name="placement">
    <metric name="post-dp-hpwl" unit="um">21200</metric>
    <metric name="post_dp_cell_area" unit="um2">14900</metric>
    <metric name="buffer_ports.inserted" unit="">393</metric>
    <metric name="routability_congestion_estimate_from_global_placement" unit="">0.865</metric>
  </group>
  <group name="flow_run">
    <metric name="max-cap-violations" unit="">0</metric>
    <metric name="tool_warnings" unit="">34</metric>
  </group>
</metrics>
==> state kept, by name, indices dropped and copies added (netlist names), 32 cells and up <==
signal and flops:
rtc_wdata 32, dtcm_wdata 32, cpu_rdata 32, gpio_addr 32
gpio_wdata 32, rtc_addr 32, dtcm_addr 32
==> synthesized netlist by cell type (all sizes together) <==
| master | instances |
|---|---|
| nor3 | 1 |
| and4 | 3 |
| nand3 | 3 |
| nand2 | 45 |
| nand2b | 1 |
| o21ai | 34 |
| nand4 | 4 |
| a41o | 1 |
| ha | 7 |
| a21oi | 34 |
| buf | 24 |
| nor3b | 1 |
| nor2 | 35 |
| o21a | 18 |
| mux2 | 123 |
| clkbuf | 15 |
| inv | 6 |
| nor4 | 3 |
| a21o | 1 |
| o22ai | 1 |
| a32oi | 1 |
| dfrtp | 228 |
| nor2b | 29 |
| or4 | 2 |
| xor2 | 1 |
| a22oi | 32 |
| o41ai | 2 |
| and3 | 4 |
| and2 | 11 |
| xnor2 | 1 |
==> per-stage QoR <==
stage | instances | TNS, ns | worst slack (ns)
finish | 1646 | -181.87 | -0.723
global route | 1646 | -199.96 | -0.769
CTS | 1526 | -267.05 | -0.719
detailed placement | 1442 | -357.32 | -1.67
global placement | 1442 | -357.85 | -1.67
floorplan | 671 | -687.00 | -2.18
==> per-layer routing <==
layer / global-route usage (%) / part of all wire, % / routed length, um / vias to the layer above
met5: 0 / 0 / 0 / -
met4: 6.62 / 2.1 / 710 / 0
met3: 8.13 / 8.0 / 2720 / 60
met2: 43.3 / 48 / 16400 / 380
met1: 39.2 / 42 / 14100 / 4020
li1: - / - / - / 3714
==> kinds of logic after synthesis <==
| family | count (synthesis) | synth area share [%] |
|---|---|---|
| simple gates | 142 | 7.86 |
| flops | 228 | 61.7 |
| buf+inv | 45 | 3.59 |
| mux | 123 | 17.3 |
| xor+xnor | 2 | 0.190 |
| fa+ha+maj | 7 | 0.947 |
| compound gates | 124 | 8.35 |
==> power by group through the flow <==
stage / sequential, mW / combinational, mW / clock, mW
CTS: 9.23 / 1.51 / 9.04
global route: 9.22 / 1.70 / 9.41
finish: 9.23 / 1.59 / 8.87
==> tightest hold or removal path: stages <==
cell and delay (ns):
sky130_fd_sc_hd__clkbuf_2 0.10, sky130_fd_sc_hd__buf_6 0.10, sky130_fd_sc_hd__nand2_1 0.05, sky130_fd_sc_hd__nand2_1 0.05
==> what timing repair did <==
item | 4_1_cts | 5_1_grt
resized | 196 | 592
pin swaps | 23 | 36
hold buffers | 1 | 1
hold endpoints to repair | 1 | 1
buffers inserted | 28 | 110
setup endpoints to repair | 456 | 456
cloned | 15 | 17
==> worst max path at each step <==
| stage | startpoint | to | cells after the start |
|---|---|---|---|
| 6_report | cpu_addr[10] | rtc_wdata[18]$_DFFE_PP0P_ | 9 |
| 5_1_grt | cpu_addr[7] | rtc_wdata[2]$_DFFE_PP0P_ | 9 |
| 4_1_cts | cpu_addr[19] | dtcm_wdata[10]$_DFFE_PP0P_ | 10 |
==> layout make-up <==
| cell class | count | area [um2] | area share (%) |
|---|---|---|---|
| Antenna cell | 2 | 5.00 | 0.0294 |
| Clock inverter | 7 | 87.6 | 0.514 |
| Sequential cell | 228 | 5710 | 33.5 |
| Timing Repair Buffer | 680 | 5840 | 34.2 |
| Tap cell | 285 | 357 | 2.09 |
| Inverter | 6 | 32.5 | 0.191 |
| Multi-Input combinational cell | 405 | 4330 | 25.4 |
| Clock buffer | 33 | 686 | 4.02 |
No activity file was given, so power comes from the tool's default toggle rates.
