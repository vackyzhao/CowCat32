## flow/config.mk

```make
export PLATFORM = sky130hd
export DESIGN_NAME = data_mem
export DESIGN_NICKNAME = data_mem
export VERILOG_FILES = /design/flow/design.v
export SDC_FILE = /design/flow/constraint.sdc
export NUM_CORES = 4
export LEC_CHECK = 1
export CORE_UTILIZATION = 30
```

## flow/design.v

```verilog
`timescale 1ns / 1ps
module data_mem(
    input                   rst,
    input                   clk, 
    input [3:0]             dm_ctl,
    input [31:0]            addr,
    input [31:0]            dm_store,
    output[31:0]            dm_load,
    output reg              dm_ack 
);
    reg [7:0] bram[255:0];
    integer i;
    reg        busy;
    reg [1:0]  wait_cnt;
    reg        ack_pending;
    reg [3:0]  pending_dm_ctl;
    reg [31:0] pending_addr;
    reg [31:0] pending_store;
    wire req_load  = (dm_ctl == 4'b1000);
    wire req_sb    = (dm_ctl == 4'b0001);
    wire req_sh    = (dm_ctl == 4'b0011);
    wire req_sw    = (dm_ctl == 4'b1111);
    wire dm_req_i  = req_load | req_sb | req_sh | req_sw;
    wire [31:0] rd_addr = busy ? pending_addr : addr;
    wire [7:0] addr_b0 = rd_addr[7:0];
    wire [7:0] addr_b1 = rd_addr[7:0] + 8'd1;
    wire [7:0] addr_b2 = rd_addr[7:0] + 8'd2;
    wire [7:0] addr_b3 = rd_addr[7:0] + 8'd3;
    assign dm_load = {bram[addr_b3], bram[addr_b2], bram[addr_b1], bram[addr_b0]};
    initial begin
        for (i = 0; i < 256; i = i + 1) begin
            bram[i] = i[7:0];
        end
        bram[80] = 8'd10;
        busy = 1'b0;
        wait_cnt = 2'd0;
        ack_pending = 1'b0;
        pending_dm_ctl = 4'b0000;
        pending_addr = 32'b0;
        pending_store = 32'b0;
    end
    always@(negedge rst or posedge clk) begin
        if (!rst) begin
            busy <= 1'b0;
            wait_cnt <= 2'd0;
            ack_pending <= 1'b0;
            pending_dm_ctl <= 4'b0000;
            pending_addr <= 32'b0;
            pending_store <= 32'b0;
            for (i = 0; i < 256; i = i + 1)
                bram[i] <= 8'b0;
        end else begin
            ack_pending <= 1'b0;
            if (busy) begin
                if (wait_cnt == 2'd3) begin
                    busy <= 1'b0;
                    wait_cnt <= 2'd0;
                    ack_pending <= 1'b1;
                    case (pending_dm_ctl)
                        4'b0001: begin  
                            bram[pending_addr[7:0]] <= pending_store[7:0];
                        end
                        4'b0011: begin  
                            bram[pending_addr[7:0]] <= pending_store[7:0];
                            bram[pending_addr[7:0] + 8'd1] <= pending_store[15:8];
                        end
                        4'b1111: begin  
                            bram[pending_addr[7:0]] <= pending_store[7:0];
                            bram[pending_addr[7:0] + 8'd1] <= pending_store[15:8];
                            bram[pending_addr[7:0] + 8'd2] <= pending_store[23:16];
                            bram[pending_addr[7:0] + 8'd3] <= pending_store[31:24];
                        end
                        default: begin
                        end
                    endcase
                end else begin
                    wait_cnt <= wait_cnt + 2'd1;
                end
            end else if (dm_req_i) begin
                busy <= 1'b1;
                wait_cnt <= 2'd0;
                pending_dm_ctl <= dm_ctl;
                pending_addr <= addr;
                pending_store <= dm_store;
            end
        end
    end
    always@(negedge rst or negedge clk) begin
        if (!rst)
            dm_ack <= 1'b1;
        else
            dm_ack <= ack_pending;
    end
endmodule
```

## flow/constraint.sdc

```tcl
current_design data_mem

set clk_period 127.0
set clk_io_pct 0.2

create_clock -name clk0 -period $clk_period [get_ports {clk}]

set non_clock_inputs [all_inputs -no_clocks]
set_input_delay [expr $clk_period * $clk_io_pct] -clock clk0 $non_clock_inputs
set_output_delay [expr $clk_period * $clk_io_pct] -clock clk0 [all_outputs]
```

## flow/run.sh

```bash
#!/bin/bash
# OpenROAD 26Q1-2900-gdf79404cd8, Yosys 0.63+post, stock flow scripts
make -C /OpenROAD-flow-scripts/flow DESIGN_CONFIG=/design/flow/config.mk WORK_HOME=/design/flow/orfs finish
```

==> impl_metrics.toml <==
# physical design summary
[status]
run_status = "aborted with a tool error"
last-stage-reached = "global routing (5_1_grt)"
stop_error = "[ERROR GRT-0116] Global routing finished with congestion. Check the congestion regions in the DRC Viewer."

[synthesis]
post_synth_num_cell_types = 105
ys_async_sr_fraction_pct = 100
syn_inst = 36200
synth_chip_area_um2 = 249000
postSynthRegisterBits = 2097
ys_cells = 36200
syn-cell-area_um2 = 249000
syn_area_per_cell_um2 = 6.90
synthesis.yosys.warnings = 2
count_of_library_flops_with_an_enable_pin = 0
seq_area_frac_synth_pct = 21.0
synthFlopType = "sky130_fd_sc_hd__dfrtp_1"

[clocking]
clock_sinks = 2097
numCtsBuffers = 302
post_cts_resized = 0
cts_root_buffer = "sky130_fd_sc_hd__clkbuf_16"
cts_buffer_depth = 4
cts_hold_buf = 0
cts-htree-levels = 5
postCtsSetupRepairBufs = 0

[floorplanning]
initial_core_util_pct = 30.1
die_y_um = 914
pin_count = 103
chipWidth_um = 914
fp-row-count = 334

[global_route]
first_global_vias = 440000
grt_use_total_pct = 111
grt_start_max_net_pins = 184
grt_pass1_wl_um = 5970000
globalRoute.totalOverflow = 121000

[place]
placement.setup.worst_slack_ps = 37150
place.gp.congestion = 2.26
port_buffers = 78
hpwl_after_dpl_um = 3140000
[metrics by stage]
stage | cell area, um2 | hold slack, ps | std cells
4_1_cts | 303000 | 485 | 49200
2_1_floorplan | 249000 | 454 | 36200
3_3_place_gp | 293000 | 468 | 48600
3_5_place_dp | 293000 | 472 | 48600
[logic make-up after synthesis]
kind of cell               Yosys count  share of synthesized area, %
and+or+nand+nor                  12600                          20.8
DFF                               2097                          21.0
buffers and inverters             3886                          5.97
adders and majority gates            6                        0.0301
muxes                             4097                          16.5
AOI/OAI and AO/OA                13500                          35.6
xor gates and xnor gates            34                         0.128
[Yosys cell counts, drive strengths merged, types with 18 or more instances]
library cell     n  share of area, %
nor2          5583               8.4
nand2         4776               7.2
mux2i         3988                16
o21ai         3605               7.2
clkbuf        3361               5.1
a21oi         3171               6.4
dfrtp         2096                21
a221oi        2038               7.2
a22oi         1776               5.3
nand3          690               1.4
buf            510              0.89
nand4          467               1.2
nor3           454              0.92
a32oi          415               1.5
o22ai          415               1.0
a22o           402               1.4
a31oi          357              0.90
a222oi         244              0.98
o211ai         242              0.73
nor4           226              0.57
a32o           192              0.77
and3           151              0.38
mux2           109              0.50
a2111oi        104              0.39
o22a            79              0.28
a211oi          76              0.23
or4             49              0.15
a221o           47              0.19
o221ai          47              0.17
and4            44              0.15
nand2b          39             0.098
a311oi          37              0.13
o2111ai         37              0.15
o32ai           31              0.11
o2bb2ai         29              0.10
xnor2           27              0.10
or3             22             0.055
and2            19             0.048
a211o           18             0.063
or2             18             0.045
[per-layer routing]
metal / GRT usage (%) / GRT overflow
met5: 89.8 / 1353
met4: 99.9 / 11200
met1: 108 / 31000
met3: 100 / 16000
met2: 131 / 61200
